### flow/run.sh
#!/bin/bash
# OpenROAD 26Q1-2900-gdf79404cd8, Yosys 0.63+post, stock flow scripts
make -C /OpenROAD-flow-scripts/flow DESIGN_CONFIG=/design/flow/config.mk WORK_HOME=/design/flow/orfs finish
### flow/config.mk
export PLATFORM = sky130hd
export DESIGN_NAME = counter
export DESIGN_NICKNAME = counter
export VERILOG_FILES = /design/flow/design.v
export SDC_FILE = /design/flow/constraint.sdc
export NUM_CORES = 4
export LEC_CHECK = 1
export CORE_AREA = 10 10 70 70
export DIE_AREA = 0 0 80 80
export SYNTH_HDL_FRONTEND = slang
### flow/constraint.sdc
current_design counter

set clk_period 1.6
set clk_io_pct 0.2

create_clock -name clk0 -period $clk_period [get_ports {clk}]

set non_clock_inputs [all_inputs -no_clocks]
set_input_delay [expr $clk_period * $clk_io_pct] -clock clk0 $non_clock_inputs
set_output_delay [expr $clk_period * $clk_io_pct] -clock clk0 [all_outputs]
### flow/design.v
module counter (
    input wire clk,
    input wire rst_n,
    output reg [7:0] count 
);
    always @(posedge clk or negedge rst_n) begin
        if (!rst_n) begin
            count <= 8'd0;
        end else begin
            count <= count + 8'd1;
        end
    end 
endmodule
==> results_dict.tcl <==
# yosys + openroad results
set metrics [dict create \
    vdd_drop_max_mv 0.3343 \
    cp_slowest_cell "clkdlybuf4s50_1" \
    ys_area_um2 316.6 \
    syn_area_per_cell_um2 13.19 \
    vias_per_cell 2.695 \
    dr.first_iter.drc_count 12 \
    slew-limit-headroom_pct 75.01 \
    die_w_um 80 \
    comb_power_share_pct 1.7 \
    switching_power_mw 0.06813 \
    synth_cell_types 11 \
    cts_setup_buffers 0 \
    crit_family "buffers and inverters" \
    skew_ns 0.0006111 \
    ioPinCount 10 \
    drive_gt1_share_pct 13.89 \
    required_ns 1.28 \
    setup_violations 0 \
    cts_max_path_buffers 2 \
    fp_util_pct 9.267 \
    ctsHtreeMaxLevel 1 \
    switching_share_pct 19.00 \
    largest_reg_flops 8 \
    portBuffers 9 \
    design_area_um2 486.7 \
    max_stage_delay_ns 0.51 \
    setup-tns-final_ns 0 \
    track_usage_pct 2.469 \
    antenna_found_initial 0 \
    drt_wl_total_um 729 \
    holdBufCountCts 0 \
    timing.fmax_mhz 654.9 \
    fin_ws_ns 0.07304 \
    crit_path_cell_trace "clkdlybuf4s50_1" \
    ys.warnings.count 0 \
    diodes 0 \
    power_density_nw_per_um2 736.5 \
    die_y_um 80 \
    internal_power_mw 0.2903 \
    clk_pin_slew_worst_paths_ns 0.05 \
    cts_buffers 3 \
    cts_tree "done" \
    yosysCellCount 24 \
    warning_count 25 \
    finalCritPeriodShare_pct 95.43 \
    total_power_mw 0.3585 \
    hpwl_um 590.9 \
    pwr-share-clk_pct 41.8 \
    cts-resized-gates 0 \
    gp_congestion 0.6806 \
    dp_slack_ns 0.3498 \
    core_um2 3416 \
    endpoint_kind "primary output" \
    cts_sinks 8 \
    grt_pass1_wl_mm 1.173 \
    grt-ovfl-total 0 \
    grt_pass1_vias 239 \
    die_area_um2 6400 \
    hold_viol 0 \
    n_fill_cell 396 \
    critPathMaxFanout 5 \
    worstMarginPinSlew_ns 0.3736 \
    status "finished clean" \
    cts_root_buf "clkbuf_4" \
    final_core_util_pct 14.25 \
    cp_data_arrival_time_ns 1.21 \
    grt_max_degree 9 \
    vias 221 \
    synthesis.area_um2 316.6 \
    worstPathBufferInverterCount 1 \
    top_regs "count: 8 flops" \
    cp-start-kind "flop" \
    leakage_nw 0.1968 \
    first_pass_iters 2 \
    ys_ff 8 \
    synth_cells 24 \
    rsz0062_at_grt "false" \
    seq_power_share_pct 56.5 \
    ys_seq_share_pct 63.24 \
    syn_to_final_growth_pct 53.75 \
    placed_area_um2 464.2 \
    largest-register "count" \
    maxCapViolations 0 \
    finalCriticalPeriod_ns 1.527 \
    crit_type "reg2out" \
    rows 21 \
    wl_per_cell_um 8.890 \
    route.detailed.drc 0 \
    finalMaxSlewViolations 0 \
    ant_nets 0 \
    worstSkewPairLatency_ns 0.25 \
    hold_path_class "in2async" \
]
-- power groups by stage --
stage	logic, mW	registers [mW]	clock network (mW)
after CTS	0.00640	0.202	0.160
after global routing	0.00701	0.202	0.176
final	0.00604	0.203	0.150
-- cell usage after synthesis (all sizes together) --
master,n,area (um2)
inv,1,3.750
xnor2,3,26.28
nand2,2,7.510
xor2,3,26.28
dfrtp,8,200.2
nor3,1,10.01
ha,1,12.51
nand3,3,20.02
nor2,1,3.750
and3,1,6.260
-- layout make-up --
cell class	instances	area, um2	area share (%)
Sequential cell	8	200.2	41.13
Multi-Input combinational cell	15	112.6	23.14
Timing Repair Buffer	9	90.09	18.51
Tap cell	46	57.56	11.83
Clock buffer	3	22.52	4.627
Inverter	1	3.754	0.7712
-- layout by cell type (no fill, tap or decap) --
| master | count |
|---|---|
| clkdlybuf4s50_1 | 9 |
| dfrtp_1 | 8 |
| xor2_1 | 3 |
| xnor2_1 | 3 |
| clkbuf_4 | 3 |
| nand2_1 | 2 |
| nand3_1 | 2 |
| nand3_2 | 1 |
| nor3_2 | 1 |
| and3_1 | 1 |
| nor2_1 | 1 |
| inv_1 | 1 |
| ha_1 | 1 |
-- logic make-up (layout without fill, tap and decap cells) --
group | count (synthesis) | in the layout | share of synthesized area (%)
and+or+nand+nor | 8 | 8 | 15.02
DFF | 8 | 8 | 63.24
xor gates and xnor gates | 6 | 6 | 16.60
buffers and inverters | 1 | 13 | 1.185
adders and majority gates | 1 | 1 | 3.952
-- path summary, 6_finish.rpt --
path | to | slack, ns | start | cells after the start
setup / recovery | count[3] | 0.07 | count[3] | 1
hold / removal | count[5] | 0.35 | rst_n | 1
setup reg to reg | count[7] | 0.59 | count[2] | 3
hold reg to reg | count[7] | 0.47 | count[7] | 1
max in group asynchronous | count[0] | 0.98 | rst_n | 1
min in group clk0 | count[7] | 0.47 | count[7] | 1
-- per-layer routing --
metal	global-route usage (%)	wire length [um]
met5	0	0
met4	0.1761	0
met3	2.500	94
met2	2.408	201
met1	3.581	433
-- metrics by stage --
step	instances	hold slack (ns)
after global routing	82	0.3612
after global placement	79	0.4637
after CTS	82	0.3552
after detailed placement	79	0.4626
final	82	0.3525
after floorplan	24	0.02441
Power is estimated from default activity; no workload was simulated.
